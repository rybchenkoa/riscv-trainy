## /design/flow/run.sh

```bash
#!/bin/bash
# OpenROAD 26Q1-2900-gdf79404cd8, Yosys 0.63+post, stock flow scripts
make -C /OpenROAD-flow-scripts/flow DESIGN_CONFIG=/design/flow/config.mk WORK_HOME=/design/flow/orfs finish
```

## /design/flow/config.mk

```make
export PLATFORM = sky130hd
export DESIGN_NAME = RiscVBus
export DESIGN_NICKNAME = RiscVBus
export VERILOG_FILES = /design/flow/design.v
export SDC_FILE = /design/flow/constraint.sdc
export NUM_CORES = 4
export LEC_CHECK = 1
export CORE_UTILIZATION = 30
```

## /design/flow/constraint.sdc

```tcl
current_design RiscVBus

set clk_period 23.0
set clk_io_pct 0.2

create_clock -name clk0 -period $clk_period [get_ports {clock}]

set non_clock_inputs [all_inputs -no_clocks]
set_input_delay [expr $clk_period * $clk_io_pct] -clock clk0 $non_clock_inputs
set_output_delay [expr $clk_period * $clk_io_pct] -clock clk0 [all_outputs]
```

## /design/flow/design.v

```verilog
module RiscVBus
(
	input clock,
	input reset,
	output [31:0] memory_read_address,  
	output [31:0] memory_write_address,
	output        memory_read,     
	output        memory_write,    
	input  [31:0] memory_in,       
	output [31:0] memory_out,      
	input         memory_read_ready,    
	input         memory_write_ready,
	input  [31:0] memory_address_requested,  
	input  [31:0] instruction_address,  
	output [31:0] instruction_value,    
	output        instruction_ready,    
	input  [31:0] data_address,  
	input  [1:0]  data_width,    
	input         data_read,     
	input         data_write,    
	input  [31:0] data_in,       
	output [31:0] data_out,      
	output        data_ready     
);
wire [31:0] instruction_memory_address;
wire        instruction_memory_read;
wire        instruction_memory_ready;
wire [31:0] data_memory_address;
wire        data_memory_read;
wire        data_memory_write;
wire [31:0] data_memory_out;
wire        data_memory_ready;
RiscVCacheCommon #(8)
instructions_cache(
	.clock(clock),
	.reset(reset),
	.memory_address(instruction_memory_address),
	.memory_read(instruction_memory_read),
	.memory_write(),  
	.memory_in(memory_in),
	.memory_out(),
	.memory_ready(instruction_memory_ready),
	.memory_address_requested(memory_address_requested),
	.data_address(instruction_address),
	.data_width(2'b0),
	.data_read(1'b1),
	.data_write(1'b0),
	.data_in(0),
	.data_out(instruction_value),
	.data_ready(instruction_ready)
);
RiscVCacheCommon #(8)
data_cache(
	.clock(clock),
	.reset(reset),
	.memory_address(data_memory_address),
	.memory_read(data_memory_read),
	.memory_write(data_memory_write),
	.memory_in(memory_in),
	.memory_out(data_memory_out),
	.memory_ready(data_memory_ready),
	.memory_address_requested(memory_address_requested),
	.data_address(data_address),
	.data_width(data_width),
	.data_read(data_read),
	.data_write(data_write),
	.data_in(data_in),
	.data_out(data_out),
	.data_ready(data_ready)
);
wire instruction_need = !data_memory_read;
assign memory_read_address = instruction_need ? instruction_memory_address : data_memory_address;
assign memory_write_address = data_memory_address;
assign memory_read = instruction_need ? instruction_memory_read : data_memory_read;
assign memory_write = data_memory_write;
assign memory_out = data_memory_out;
reg stage1_instruction_need;
reg stage1_memory_write;
always@(posedge clock) begin
	stage1_instruction_need <= reset ? 0 : instruction_need;
	stage1_memory_write <= reset ? 0 : memory_write;
end
assign instruction_memory_ready = stage1_instruction_need ? memory_read_ready : 0;
assign data_memory_ready = stage1_memory_write ? memory_write_ready : !stage1_instruction_need && memory_read_ready;
endmodule
module RiscVCacheCommon
#(parameter SIZE = 8)
(
	input clock,
	input reset,
	output [31:0] memory_address,  
	output        memory_read,     
	output        memory_write,    
	input  [31:0] memory_in,       
	output [31:0] memory_out,      
	input         memory_ready,    
	input  [31:0] memory_address_requested,  
	input  [31:0] data_address,  
	input  [1:0]  data_width,    
	input         data_read,     
	input         data_write,    
	input  [31:0] data_in,       
	output [31:0] data_out,      
	output        data_ready     
);
reg [31:0]   cache_value   [0:SIZE-1];   
reg [31-2:0] cache_address [0:SIZE-1];   
reg          cache_filled  [0:SIZE-1];   
reg          cache_address_equal[0:SIZE-1];  
reg          cache_move_next    [1:SIZE-1];  
reg          cache_hit;             
reg  [31:0]  cache_hit_value;       
wire         cache_can_update;      
wire [31:0]  cache_value_update;    
integer i;
reg [31:0]   temp_value   [0:SIZE-1];
reg          temp_filled  [0:SIZE-1];
wire [31:0] cache_value_0;
wire cache_filled_0;
always@(*) begin
	for(i = 0; i < SIZE; i = i + 1) begin
		temp_value[i] = cache_value[i];
		temp_filled[i] = cache_filled[i];
	end
	if (cache_can_update) begin
		temp_value[0] = cache_value_0;
		temp_filled[0] = cache_filled_0;
	end
end
always@(*) begin
	cache_hit = 0;
	cache_hit_value = 0;
	for(i = 0; i < SIZE; i = i + 1) begin
		cache_address_equal[i] = (cache_address[i] == data_address[31:2]) && temp_filled[i];
		if (i > 0) begin
			cache_move_next[i] = !cache_hit;
		end
		cache_hit = cache_hit | cache_address_equal[i];
		cache_hit_value = cache_hit_value | (cache_address_equal[i] ? temp_value[i] : 0);
	end
end
wire cache_can_move = (data_read || data_write) && temp_filled[0];
wire cache_save_address = data_read || data_write;
always@(posedge clock) begin
	if (cache_can_move) begin 
		for(i = 1; i < SIZE; i = i + 1) begin
			if (cache_move_next[i]) begin
				cache_value[i] <= temp_value[i-1];
				cache_address[i] <= cache_address[i-1];
			end
		end
	end
	else if (cache_can_update) begin
		cache_value[0] <= temp_value[0];
	end
	if (cache_save_address) begin
		cache_address[0] <= data_address[31:2];
	end
	if (reset) begin
		for(i = 0; i < SIZE; i = i + 1) begin
			cache_filled[i] <= 0;
		end
	end
	else if (cache_can_move) begin
		for(i = 1; i < SIZE; i = i + 1) begin
			if (cache_move_next[i]) begin
				cache_filled[i] <= temp_filled[i-1];
			end
		end
		cache_filled[0] <= 0;
	end
	else if (cache_can_update) begin
		cache_filled[0] <= temp_filled[0];
	end
end
assign memory_address =  
						{data_address[31:2], 2'b0};
wire write_need_request;    
wire write_to_read = data_write && !cache_hit && write_need_request;
assign memory_read = !cache_hit && data_read || write_to_read;
assign memory_write = data_write && !write_to_read;
assign memory_out = cache_value_update;
wire [1:0] address_tail = data_address[1:0];
wire [3:0] byte_enable = !data_write? 0 : 
                   data_width == 0 ? 4'b0001 << address_tail :
                   data_width == 1 ? 4'b0011 << address_tail :
                                  4'b1111;
wire [31:0] write_mask = {{8{byte_enable[3]}}, {8{byte_enable[2]}}, {8{byte_enable[1]}}, {8{byte_enable[0]}}};
wire [31:0] aligned_data_in = data_in << address_tail * 8;
assign cache_value_update = (cache_hit_value & ~write_mask) | (aligned_data_in & write_mask);
assign write_need_request = (byte_enable != 4'b1111);
reg stage1_is_read;
reg stage1_is_write;
reg stage1_hit;
reg [31:0] stage1_hit_value;
reg [1:0] stage1_address_tail;  
always@(posedge clock) begin
	stage1_is_read <= reset ? 0 : data_read;
	stage1_is_write <= reset ? 0 : data_write;
	stage1_hit <= reset ? 0 : (cache_hit || data_write && !write_need_request);
	stage1_hit_value <= cache_value_update;
	stage1_address_tail <= address_tail;
end
wire stage1_read_ready = stage1_is_read && (memory_ready || stage1_hit);
wire stage1_write_ready = stage1_is_write && memory_ready && stage1_hit;
wire [31:0] stage1_out_value = stage1_hit ? stage1_hit_value : memory_in;
assign data_ready = stage1_read_ready || stage1_write_ready;
assign data_out = 
					(stage1_out_value >> stage1_address_tail * 8);
assign cache_filled_0 = stage1_hit || memory_ready;
assign cache_value_0 = stage1_out_value;
assign cache_can_update = stage1_is_read || stage1_is_write;
endmodule
```

==> results_slide.txt <==
Implementation Results

Run status
  – Status: complete, no violations

Finish
  – Logic area: 0.0118 mm²
  – Flop area: approximately 0.031 mm²
  – Synth-to-Final Area Change: 20.6%
  – Final cell count without fillers: 5146
  – Number of fill cells: 13500
  – Layout cells sized above 1: between 10 and 15%

Power
  – Clock power frac: 41.0%
  – Sequential share of power: 51.5%
  – Leak pwr: 17.0 nW
  – Maximum vdd drop: between 0.00005 and 0.00006 V
  – Net Switching: 0.00101 W
  – Power, Total: around 0.0044 W
  – Pwr/cell area: 83.6 mW/mm²
  – Int Pwr: 0.00343 W
  – Logic pwr share: under 10%
  – Net Sw Frac: 22.7%

Clocking
  – Worst-skew pair later-pin latency: roughly 730 ps
  – H-tree levels: 3
  – Clock sink count: 1082
  – Root Driver: clkbuf_16
  – CTS tree: built
  – Clk buf depth: 3
  – CTS clk-pin slew, worst paths: around 60 ps
  – Hold-fix buffers, CTS: 0
  – Post-CTS sizing: 0
  – Post-CTS Setup Bufs: 0
  – TritonCTS Buffers: 112

Setup path
  – Reg-to-reg startpoint: data_cache.stage1_hit
  – Reg2Reg Depth: 6
  – Crit. End Element: output pin
  – Crit Path Class: input port to output pin
  – R2r endpoint: data_cache.cache_value[7][14]
  – R2r setup slk: approximately 19000 ps
  – Setup crit end: memory_out[26]
  – Startpoint types: input port
  – Required time of the critical path: 18400 ps
  – CP arrival: 9280 ps
  – Worst Setup SP: data_address[8]
  – Crit-path max FO: 39

Job
  – Stage-log warning count: 61
  – Max-cap violations: 0

Floorplanning
  – Row cnt: 140
  – Die area: 0.148 mm²
  – Die width: approximately 380 µm
  – Core box area: 0.146 mm²
  – Top Ports: between 300 and 400
  – Starting Density: 30.2%
  – Die H: 385 µm

STA
  – Fin. Hold Viols: 0
  – Post-layout minimum cycle time: 13880 ps
  – Worst-Margin Slew: 967 ps
  – Max-slew violation count: 0
  – Setup WS post-layout: 9120 ps
  – Setup TNS: 0 ps
  – Final setup vio count: 0
  – Relative slew slack: 35.6%
  – Fmax: 72.0 MHz
  – RSZ-0062 raised after global routing: false
  – Setup Skew: 47.5 ps
  – Period utilisation layout: 60.4%
  – Fin Hold WS: 424 ps

Drt
  – WL final: 127000 µm
  – Initial DRC count: 1829
  – DR vias: 25600
  – Residual DRC count: 0
  – Final antenna-violating net count: 0
  – Drt first pass iters: 7
  – Drt wl/cell: 24.6 µm
  – Vias per cell: between 4 and 5

Min path
  – Worst min-delay path startpoint: instructions_cache.cache_value[2][3]
  – HP Class: flop to flop

Synth
  – Area share, top type: about two thirds
  – Register area share after synthesis: a little under three quarters
  – Mapped cell area: 0.0440 mm²
  – Top cells by area, synth: edfxtp_1 (66%), xnor2_1 (6.7%), dfxtp_1 (5.5%)
  – Mapped Avg Cell Area: 15.7 µm²
  – Unique cell types: around 60
  – Yosys warning tally: 9
  – Yosys cell count: 2809
  – Synth async-reset ratio: 0%
  – Flip-flops with a built-in enable: between 900 and 1000
  – Yosys stat area: 0.0440 mm²
  – Cell type with the largest total area: edfxtp_1
  – Main flop type: edfxtp_1
  – Synth Instances: 2809
  – Synthesized registers: 1082

Global route
  – Largest net degree at the start of global routing: 67
  – Grt ovf: 0
  – Vias in the first global route: 26800
  – Tot GR Track Use: 18.1%
  – Global-route wire length before repair: 182000 µm
  – Initial antenna violation count: 5

Placement
  – Final GP Congestion: 0.922
  – Detailed placement HPWL: 85600 µm
  – Number of port buffers: 295
  – Post-Place Worst Slack: 9080 ps
  – Placed Cells: 4929
-- power groups by stage --
stage / Clock [W] / Combinational, W / Sequential, W
6_report: 0.00182 / 0.000331 / 0.00228
5_1_grt: 0.00193 / 0.000357 / 0.00229
4_1_cts: 0.00185 / 0.000336 / 0.00228
-- worst min-delay path by stage --
stage                                 endpoint  slack [ps]  cells after the start
6_report  instructions_cache.cache_value[3][3]         420                      0
4_1_cts   instructions_cache.cache_value[3][3]         430                      0
5_1_grt          data_cache.cache_value[6][10]         450                      0
-- sequential cells by signal, indices dropped and copies added (netlist names) --
signal	flops
data_cache.stage1_hit_value	32
stage1_memory_write	1
instructions_cache.stage1_address_tail	2
instructions_cache.cache_filled	7
data_cache.stage1_address_tail	2
instructions_cache.cache_address	240
instructions_cache.stage1_hit	1
data_cache.stage1_is_write	1
data_cache.cache_address	240
data_cache.cache_value	256
instructions_cache.cache_value	256
stage1_instruction_need	1
data_cache.cache_filled	8
data_cache.stage1_is_read	1
instructions_cache.stage1_is_read	1
instructions_cache.stage1_hit_value	32
data_cache.stage1_hit	1
-- cell type report --
type	count	area share (%)
Antenna cell	3	0.0142
Clock buffer	149	5.87
Clock inverter	65	1.14
Inverter	22	0.156
Multi-Input combinational cell	1503	22.2
Sequential cell	1082	59.0
Tap cell	1917	4.52
Timing Repair Buffer	405	7.12
-- through the flow --
step	area [µm²]	util, %
2_1_floorplan	44000	-
4_1_cts	53000	36.4
3_5_place_dp	49300	33.9
5_1_grt	53000	36.4
6_report	53100	36.4
3_3_place_gp	49300	33.9
-- synthesized netlist by cell type, types with 28 or more instances --
| cell | count |
|---|---|
| xor2_1 | 145 |
| edfxtp_1 | 962 |
| a21oi_1 | 117 |
| nand2_1 | 40 |
| a22oi_1 | 50 |
| dfxtp_1 | 120 |
| nand4_1 | 114 |
| clkbuf_1 | 76 |
| nand2b_1 | 39 |
| a221oi_1 | 47 |
| a222oi_1 | 64 |
| buf_2 | 80 |
| nor2_1 | 105 |
| buf_4 | 34 |
| mux2_1 | 28 |
| mux2i_1 | 88 |
| a22o_1 | 39 |
| nor4_1 | 45 |
| xnor2_1 | 335 |
-- worst max-delay path, cell delays in order --
cell and delay (ps):
clkdlybuf4s50_1 890, xnor2_1 190, nand4_1 170, or4_1 610, nor4_4 490, buf_4 610, a222oi_1 200, a32oi_1 840
clkdlybuf4s50_1 620
-- placed cells by master, fill, tap and decap left out, types with 8 or more instances in the layout --
cell type / n
dfxtp_1: 117
nand3_1: 21
a22oi_1: 50
a211oi_1: 16
xnor2_1: 335
nand2_1: 40
a41oi_1: 8
a22o_1: 39
mux4_2: 16
clkdlybuf4s50_1: 295
clkinv_1: 21
o21ai_0: 22
nand2b_1: 39
clkinv_2: 23
nor2_1: 100
nand4_1: 114
mux2_2: 19
a21o_1: 8
o22ai_1: 16
bufinv_16: 9
buf_4: 110
clkbuf_1: 23
nor4_4: 9
inv_1: 19
mux2_1: 28
xor2_1: 145
edfxtp_1: 962
nor4_1: 42
a221oi_1: 47
or4_1: 9
a222oi_1: 64
mux2i_1: 88
a21oi_1: 117
nor2b_1: 24
a31oi_1: 17
a32oi_1: 8
clkbuf_16: 115
clkbuf_8: 11
-- cells by family after synthesis --
family	count (synthesis)	synth area share, %
flip-flops	1082	71.1
XOR/XNOR	480	9.56
AND/OR/NAND/NOR	436	5.58
AND-OR/OR-AND	428	7.08
buffers and inverters	227	2.51
multiplexers	151	4.02
adder cells (fa/ha/maj)	4	0.114
other	1	0.00852
-- metal layers --
| layer | up-vias | track usage (%) | part of all wire, % |
|---|---|---|---|
| met4 | 6 | 4.24 | 2.8 |
| met5 | - | 0.390 | 0.078 |
| met3 | 186 | 10.9 | 14 |
| met1 | 12400 | 22.6 | 38 |
| li1 | 11500 | - | - |
| met2 | 1453 | 27.2 | 46 |
Power figures rest on the tool's default switching activity, not on a simulated workload.
