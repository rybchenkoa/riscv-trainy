### ./design.v
module RiscVFastDiv
(
	input [31:0] x,  
	input [31:0] y,
	output [31:0] quotient,   
	output [31:0] remainder   
);
wire [31:0] divisible;     
wire [31:0] divisible2;    
wire [31:0] divider;       
reg [31:0] quotient_out;  
reg [31:0] remainder_out; 
reg [31:0] quotient_bit;
reg [31:0] quotient_carry;
reg [32:0] remainder_bit;
reg [31:0] remainder_carry;
reg [31:0] divisible_bit;
reg [1:0] out_place;
reg [2:0] next_place;
reg [32:0] addition;
reg [32:0] carry_addition;
reg [32:0] remainder_bit_2;
reg [31:0] remainder_carry_2;
reg [1:0] next_place_2;
reg [32:0] addition_2;
reg [32:0] carry_addition_2;
reg [1:0] correction;
reg [2:0] end_digit;
reg [32:0] addition_3;
reg [32:0] carry_addition_3;
reg [32:0] remainder_bit_3;
reg [32:0] remainder_sum;
reg [32:0] remainder_diff;
always @(*)
begin
	quotient_bit = 0;  
	quotient_carry = 0;
	remainder_bit = divisible2;  
	remainder_carry = 0;       
	divisible_bit = divisible;
	repeat(32) begin
		remainder_bit = remainder_bit << 1;
		remainder_carry = remainder_carry << 1;
		remainder_bit[0] = divisible_bit[31];
		divisible_bit = divisible_bit << 1;
		next_place = remainder_bit[32:31] + remainder_carry[31:30];
		if (next_place[2]) begin
			addition = (-divider) << 1;  
			out_place = 2;
		end
		else if (next_place[1]) begin
			addition = -divider;  
			out_place = 1;
		end
		else begin
			addition = 0;
			out_place = 0;
		end
		carry_addition = remainder_carry << 1;
		remainder_bit_2 = remainder_bit ^ carry_addition ^ addition;
		remainder_carry_2 = (remainder_bit & carry_addition) | (remainder_bit & addition) | (carry_addition & addition);
		next_place_2 = remainder_bit_2[32:31] + remainder_carry_2[31:30];
		if (next_place_2[1]) begin
			addition_2 = -divider;   
			out_place = out_place + 1;
		end
		else begin
			addition_2 = 0;
			out_place = out_place + 0;
		end
		carry_addition_2 = remainder_carry_2 << 1;
		remainder_bit = remainder_bit_2 ^ carry_addition_2 ^ addition_2;
		remainder_carry = (remainder_bit_2 & carry_addition_2) | (remainder_bit_2 & addition_2) | (carry_addition_2 & addition_2);
		quotient_bit = (quotient_bit << 1);
		quotient_carry = (quotient_carry << 1);
		quotient_bit[0] = out_place[0];
		quotient_carry[0] = out_place[1];
	end
	correction = 0;
	end_digit = remainder_bit[32:30] + remainder_carry[31:29];
	addition_3 = 0;
	carry_addition_3 = 0;
	remainder_bit_3 = 0;
	if (end_digit > divider[31:30]) begin
		correction = 1;
		addition_3 = -divider;
		carry_addition_3 = remainder_carry << 1;
		remainder_bit_3 = remainder_bit;
		remainder_bit = remainder_bit_3 ^ carry_addition_3 ^ addition_3;
		remainder_carry = (remainder_bit_3 & carry_addition_3) | (remainder_bit_3 & addition_3) | (carry_addition_3 & addition_3);
	end
	remainder_sum = remainder_bit + (remainder_carry << 1);
	remainder_diff = remainder_sum - divider;
	if ($signed(remainder_diff) >= 0) begin
		correction = correction + 1;
		remainder_sum = remainder_diff;
	end
	remainder_out = remainder_sum;
	quotient_out = quotient_bit + (quotient_carry << 1) + correction;
end
function [4:0] clz(input [31:0] value);
reg [4:0] result;
reg [15:0] v16;
reg [7:0] v8;
reg [3:0] v4;
reg [1:0] v2;
begin
	result[4] = value[31:16] == 0? 1 : 0;
	v16 = result[4]? value[15:0] : value[31:16];
	result[3] = v16[15:8] == 0? 1 : 0;
	v8 = result[3]? v16[7:0] : v16[15:8];
	result[2] = v8[7:4] == 0? 1 : 0;
	v4 = result[2]? v8[3:0] : v8[7:4];
	result[1] = v4[3:2] == 0? 1 : 0;
	v2 = result[1]? v4[1:0] : v4[3:2];
	result[0] = v2[1] == 0? 1 : 0;
	clz = result;
end
endfunction
wire [4:0] offset = clz(y);
assign divider = y << offset;
assign {divisible2, divisible} = x << offset;
assign remainder = remainder_out >> offset;
assign quotient = quotient_out;
endmodule
### ./constraint.sdc
current_design RiscVFastDiv

set clk_period 436.9
set clk_io_pct 0.2

create_clock -name clk0 -period $clk_period

set non_clock_inputs [all_inputs -no_clocks]
set_input_delay [expr $clk_period * $clk_io_pct] -clock clk0 $non_clock_inputs
set_output_delay [expr $clk_period * $clk_io_pct] -clock clk0 [all_outputs]
### ./run.sh
#!/bin/bash
# OpenROAD 26Q1-2900-gdf79404cd8, Yosys 0.63+post, stock flow scripts
make -C /OpenROAD-flow-scripts/flow DESIGN_CONFIG=/design/flow/config.mk WORK_HOME=/design/flow/orfs finish
### ./config.mk
export PLATFORM = sky130hd
export DESIGN_NAME = RiscVFastDiv
export DESIGN_NICKNAME = RiscVFastDiv
export VERILOG_FILES = /design/flow/design.v
export SDC_FILE = /design/flow/constraint.sdc
export NUM_CORES = 4
export LEC_CHECK = 1
export CORE_UTILIZATION = 40
==> reports/metrics.yaml <==
synthTopCellsByArea: "fa_1, a22oi_1, nand2_1"
boundaryPins: 128
crit_type: "in2out"
row_count: 154
critPathSlowestCell: "nor3_1"
min_period_ns: 306.06
warning_count: 93
die_h_um: 424
cp-end-kind: "output port"
hold_path_end: "remainder[31]"
wl_per_cell_um: 24.5
dieArea_mm2: 0.180
setup_viol: 0
synth_top_cell_by_area: "fa_1"
crit_arrival_ns: 218.68
antenna_found_initial: 6
routed_wl_mm: 232
postCtsSetupBuffers: 0
min_path_type: "in2out"
layout.cells.non_filler: 9466
critPathRequiredTime_ns: 349.52
crit_path_frequent_cell: "fa_1"
tightest_slew_ns: 1.03
status: "finished clean"
synthTopCellsByCount: "fa_1, nand2_1, a22oi_1"
drc: 0
clock_buffers: 0
fillerInstances: 16900
cp-start-kind: "input pin"
route.vias.total: 55900
syn_inst: 7471
yosys.stat.chipArea_mm2: 0.0711
grt_pass1_wl_mm: 369
yosys-stat-cells: 7471
core_mm2: 0.176
most_common_cell: "fa_1"
yosysWarnings: 1
syn-cell-area_mm2: 0.0711
first_global_vias: 61700
place_inst: 9466
area_delta_synth_final_pct: 5.69
final_hold_viol_count: 0
yosys.stat.seqShare: 0
die_w_um: 424
min_path_cells: 4
grt_usage: 0.283
area.sequential_um2: 0
slew_headroom: 0.308
yosysTopAreaCellShare: 0.534
finalClockPeriodUsage: 0.701
place_congestion: 1.02
io_buffers: 128
final_max_slew_viol_count: 0
drive_gt1_frac: 0.0613
maxCapViolCount: 0
syn_avg_cell_area_um2: 9.52
fmaxAchievable_mhz: 3.27
drt_iter0_markers: 3955
antenna_cells_inserted: 0
ant_nets: 0
cpPeakStageDelay_ns: 0.73
ctsHoldBuffers: 0
cts_resized: 0
drt_pre_antenna_iters: 25
grt_max_degree: 88
dp_hpwl_mm: 190
viasPerCell: 5.91
gr-total-overflow: 0
rsz0062_at_grt: "false"
fp_util: 0.403
synth_cell_types: 92
flops: 0
path_max_fanout: 52
setup-tns-final_ns: 0
hp-start: "y[31]"
==> worst max-delay path by stage <==
stage	slack, ns	cells past startpoint	end	startpoint
after global routing	121.54	503	quotient[31]	y[15]
after CTS	130.87	497	quotient[31]	y[15]
final	130.84	498	quotient[31]	y[15]
==> placed cells by master (no fill, tap or decap), types with 10 or more instances in the layout <==
cell type,count
o21ai_0,154
a211oi_1,25
nor3_1,43
nor4_1,10
mux2_2,28
nand4_1,12
a311oi_1,11
buf_4,254
o31ai_1,14
o22ai_1,23
a22oi_1,901
a221oi_1,22
a21o_1,54
xnor2_1,126
o211ai_1,22
xnor2_2,51
nor2_1,275
o21a_1,13
nand2_1,1159
or2_2,12
a21boi_0,11
conb_1,15
inv_1,579
a31oi_1,34
or3_1,12
fa_1,1898
ha_1,341
a22o_1,20
nand3_1,59
and3_1,17
mux2i_1,157
clkdlybuf4s50_1,128
nor2b_1,43
xor2_1,73
nor2b_2,30
a2bb2oi_1,33
and2_1,89
a21oi_1,181
nand2b_1,18
==> logic make-up (layout without fill, tap and decap cells) <==
family / after synthesis / count (layout) / synth area share
AOI/OAI and AO/OA: 1645 / 1645 / 0.166
xor gates and xnor gates: 257 / 257 / 0.0316
adders and majority gates: 2240 / 2240 / 0.594
buffers and inverters: 1325 / 966 / 0.0714
muxes: 190 / 190 / 0.0278
other: 1 / 15 / 0.0000527
and+or+nand+nor: 1813 / 1813 / 0.109
==> critical path, delay by kind of cell <==
kind,cells,cell delay (ns)
xor gates and xnor gates,70,13.83
AOI/OAI and AO/OA,67,15.39
and+or+nand+nor,80,16.64
adders and majority gates,163,57.49
buffers and inverters,118,27.47
==> final cells by class <==
class	instances	area, µm²	share of cell area
multi-input combinational	6160	66800	0.889
timing repair buffer	386	3270	0.0435
tap	2340	2930	0.0389
inverter	580	2180	0.0290
==> metal layers <==
metal  track usage  part of all wire
met4        0.0722             0.034
met3         0.115              0.11
met2         0.427              0.47
met1         0.398              0.39
met5       0.00242           0.00020
==> per-stage QoR <==
step / hold WS, ns / instance area, µm² / utilization / setup slack (ns)
6_report: 175.92 / 75200 / 0.426 / 130.84
5_1_grt: 175.93 / 75200 / 0.426 / 121.54
4_1_cts: 175.91 / 75200 / 0.426 / 130.87
3_5_place_dp: 175.90 / 75200 / 0.426 / 131.34
3_3_place_gp: 175.89 / 75200 / 0.426 / 133.59
2_1_floorplan: 174.83 / 71200 / - / 138.99
